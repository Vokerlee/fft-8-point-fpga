==> /design/flow/run.sh <==
#!/bin/bash
# OpenROAD 26Q1-2900-gdf79404cd8, Yosys 0.63+post, stock flow scripts
make -C /OpenROAD-flow-scripts/flow DESIGN_CONFIG=/design/flow/config.mk WORK_HOME=/design/flow/orfs finish
==> /design/flow/config.mk <==
export PLATFORM = sky130hd
export DESIGN_NAME = fft_8
export DESIGN_NICKNAME = fft_8
export VERILOG_FILES = /design/flow/design.v
export SDC_FILE = /design/flow/constraint.sdc
export NUM_CORES = 4
export LEC_CHECK = 1
export CORE_UTILIZATION = 50
==> /design/flow/constraint.sdc <==
current_design fft_8

set clk_period 26.7
set clk_io_pct 0.2

create_clock -name clk0 -period $clk_period

set non_clock_inputs [all_inputs -no_clocks]
set_input_delay [expr $clk_period * $clk_io_pct] -clock clk0 $non_clock_inputs
set_output_delay [expr $clk_period * $clk_io_pct] -clock clk0 [all_outputs]
==> /design/flow/design.v <==
module adder #(parameter N = 3)
(
    input add_mode,
    input [(2 ** N) - 1 : 0] in_1, in_2,
    output reg[(2 ** N) - 1 : 0] res
);
    always @(*)
    begin
        if (add_mode)
        begin
            res = in_1 + in_2;
        end
        else
        begin
            res = in_1 - in_2;
        end
    end
endmodule
module adder_sqrt_2 #(parameter N = 3)
(
    input  [(2 ** N) - 1 : 0] in_1,       in_2,
    output [(2 ** N) - 1 : 0] add_sqrt_2, sub_sqrt_2
);
    wire [(2 ** N) - 1 : 0] sub_res,        add_res,
                            tmp_sub_res,    tmp_add_res,
                            tmp_sub_sqrt_2, tmp_add_sqrt_2;
    adder #(.N(N)) sub(1'b0, in_1, in_2, sub_res);
    adder #(.N(N)) add(1'b1, in_1, in_2, add_res);
    div_sqrt_2 #(.N(N)) div_1(sub_res, sub_sqrt_2);
    div_sqrt_2 #(.N(N)) div_2(add_res, add_sqrt_2);
endmodule
module butterfly_1 #(parameter N = 3)
(
    input  [(2 ** N) - 1 : 0] in_1_r,  in_1_i,  in_2_r,  in_2_i,
    output [(2 ** N) - 1 : 0] out_1_r, out_1_i, out_2_r, out_2_i
);
    adder #(.N(N)) add_1(1'b1, in_1_r, in_2_r, out_1_r);
    adder #(.N(N)) sub_1(1'b1, in_1_i, in_2_i, out_1_i);
    adder #(.N(N)) add_2(1'b0, in_1_r, in_2_r, out_2_r);
    adder #(.N(N)) sub_2(1'b0, in_1_i, in_2_i, out_2_i);
endmodule
module butterfly_2 #(parameter N = 3)
(
    input  [(2 ** N) - 1 : 0] in_1_r,  in_1_i,  in_2_r,  in_2_i,
    output [(2 ** N) - 1 : 0] out_1_r, out_1_i, out_2_r, out_2_i
);
    wire [(2 ** N) - 1 : 0] tmp_add, tmp_sub;
    adder_sqrt_2 #(.N(N)) add_sq_1(in_2_i, in_2_r, tmp_add, tmp_sub);
    adder #(.N(N)) add_1(1'b1, in_1_r, tmp_add, out_1_r);
    adder #(.N(N)) sub_1(1'b1, in_1_i, tmp_sub, out_1_i);
    adder #(.N(N)) add_2(1'b0, in_1_r, tmp_add, out_2_r);
    adder #(.N(N)) sub_2(1'b0, in_1_i, tmp_sub, out_2_i);
endmodule
module butterfly_3 #(parameter N = 3)
(
    input  [(2 ** N) - 1 : 0] in_1_r,  in_1_i,  in_2_r,  in_2_i,
    output [(2 ** N) - 1 : 0] out_1_r, out_1_i, out_2_r, out_2_i
);
    adder #(.N(N)) add_1(1'b1, in_1_r, in_2_i, out_1_r);
    adder #(.N(N)) sub_1(1'b0, in_1_i, in_2_r, out_1_i);
    adder #(.N(N)) add_2(1'b0, in_1_r, in_2_i, out_2_r);
    adder #(.N(N)) sub_2(1'b1, in_1_i, in_2_r, out_2_i);
endmodule
module butterfly_4 #(parameter N = 4)
(
    input  [(2 ** N) - 1 : 0] in_1_r,  in_1_i,  in_2_r,  in_2_i,
    output [(2 ** N) - 1 : 0] out_1_r, out_1_i, out_2_r, out_2_i
);
    wire [(2 ** N) - 1 : 0] tmp_add, tmp_sub;
    adder_sqrt_2 #(.N(N)) add_sq_1(in_2_r, in_2_i, tmp_add, tmp_sub);
    adder #(.N(N)) add_1(1'b0, in_1_r, tmp_sub, out_1_r);
    adder #(.N(N)) sub_1(1'b0, in_1_i, tmp_add, out_1_i);
    adder #(.N(N)) add_2(1'b1, in_1_r, tmp_sub, out_2_r);
    adder #(.N(N)) sub_2(1'b1, in_1_i, tmp_add, out_2_i);
endmodule
module div_sqrt_2 #(parameter N = 3)
(
    input  [(2 ** N) - 1 : 0] in,
    output [(2 ** N) - 1 : 0] out
);
    wire [(2 ** N) - 1 : 0] r1, r3, r4, r6, r8,  
                            s1, s2;  
    sar_n #(.N(N), .SHFT(1)) sar_1(.in(in), .out(r1));
    sar_n #(.N(N), .SHFT(3)) sar_3(.in(in), .out(r3));
    sar_n #(.N(N), .SHFT(4)) sar_4(.in(in), .out(r4));
    sar_n #(.N(N), .SHFT(6)) sar_6(.in(in), .out(r6));
    adder #(.N(N)) add_1(1'b1, r1, r3, s1);  
    adder #(.N(N)) add_2(1'b1, r4, r6, s2);  
    adder #(.N(N)) add_3(1'b1, s1, s2, out);
endmodule
module fft_8 #(parameter N = 4)
(
    input [(2 ** N) - 1 : 0]  in_0_r,  in_1_r,  in_2_r,  in_3_r,  in_4_r,  in_5_r,  in_6_r,  in_7_r,
                              in_0_i,  in_1_i,  in_2_i,  in_3_i,  in_4_i,  in_5_i,  in_6_i,  in_7_i,
    output [(2 ** N) - 1 : 0] out_0_r, out_1_r, out_2_r, out_3_r, out_4_r, out_5_r, out_6_r, out_7_r,
                              out_0_i, out_1_i, out_2_i, out_3_i, out_4_i, out_5_i, out_6_i, out_7_i
);
    wire [(2 ** N) - 1 : 0] fft1_0_r, fft1_1_r, fft1_2_r, fft1_3_r, fft1_4_r, fft1_5_r, fft1_6_r, fft1_7_r,
                            fft1_0_i, fft1_1_i, fft1_2_i, fft1_3_i, fft1_4_i, fft1_5_i, fft1_6_i, fft1_7_i;
    wire [(2 ** N) - 1 : 0] fft2_0_r, fft2_1_r, fft2_2_r, fft2_3_r, fft2_4_r, fft2_5_r, fft2_6_r, fft2_7_r,
                            fft2_0_i, fft2_1_i, fft2_2_i, fft2_3_i, fft2_4_i, fft2_5_i, fft2_6_i, fft2_7_i;
    fft_stage_1 #(.N(N)) fs_1(in_0_r, in_1_r, in_2_r, in_3_r, in_4_r, in_5_r, in_6_r, in_7_r,
                              in_0_i, in_1_i, in_2_i, in_3_i, in_4_i, in_5_i, in_6_i, in_7_i,
                              fft1_0_r, fft1_1_r, fft1_2_r, fft1_3_r, fft1_4_r, fft1_5_r, fft1_6_r, fft1_7_r,
                              fft1_0_i, fft1_1_i, fft1_2_i, fft1_3_i, fft1_4_i, fft1_5_i, fft1_6_i, fft1_7_i);
    fft_stage_2 #(.N(N)) fs_2(fft1_0_r, fft1_1_r, fft1_2_r, fft1_3_r, fft1_4_r, fft1_5_r, fft1_6_r, fft1_7_r,
                              fft1_0_i, fft1_1_i, fft1_2_i, fft1_3_i, fft1_4_i, fft1_5_i, fft1_6_i, fft1_7_i,
                              fft2_0_r, fft2_1_r, fft2_2_r, fft2_3_r, fft2_4_r, fft2_5_r, fft2_6_r, fft2_7_r,
                              fft2_0_i, fft2_1_i, fft2_2_i, fft2_3_i, fft2_4_i, fft2_5_i, fft2_6_i, fft2_7_i);
    fft_stage_3 #(.N(N)) fs_3(fft2_0_r, fft2_1_r, fft2_2_r, fft2_3_r, fft2_4_r, fft2_5_r, fft2_6_r, fft2_7_r,
                              fft2_0_i, fft2_1_i, fft2_2_i, fft2_3_i, fft2_4_i, fft2_5_i, fft2_6_i, fft2_7_i,
                              out_0_r, out_1_r, out_2_r, out_3_r, out_4_r, out_5_r, out_6_r, out_7_r,
                              out_0_i, out_1_i, out_2_i, out_3_i, out_4_i, out_5_i, out_6_i, out_7_i);
endmodule
module fft_stage_1 #(parameter N = 3)
(
    input [(2 ** N) - 1 : 0] in_0_r, in_1_r, in_2_r, in_3_r, in_4_r, in_5_r, in_6_r, in_7_r,
                             in_0_i, in_1_i, in_2_i, in_3_i, in_4_i, in_5_i, in_6_i, in_7_i,
    output [(2 ** N) - 1 : 0] out_0_r, out_1_r, out_2_r, out_3_r, out_4_r, out_5_r, out_6_r, out_7_r,
                              out_0_i, out_1_i, out_2_i, out_3_i, out_4_i, out_5_i, out_6_i, out_7_i
);
    butterfly_1 #(.N(N)) bf_1(in_0_r,  in_0_i,  in_4_r,  in_4_i,
                              out_0_r, out_0_i, out_1_r, out_1_i);
    butterfly_1 #(.N(N)) bf_2(in_2_r,  in_2_i,  in_6_r,  in_6_i,
                              out_2_r, out_2_i, out_3_r, out_3_i);
    butterfly_1 #(.N(N)) bf_3(in_1_r,  in_1_i,  in_5_r,  in_5_i,
                              out_4_r, out_4_i, out_5_r, out_5_i);
    butterfly_1 #(.N(N)) bf_4(in_3_r,  in_3_i,  in_7_r,  in_7_i,
                              out_6_r, out_6_i, out_7_r, out_7_i);
endmodule
module fft_stage_2 #(parameter N = 3)
(
    input [(2 ** N) - 1 : 0] in_0_r, in_1_r, in_2_r, in_3_r, in_4_r, in_5_r, in_6_r, in_7_r,
                             in_0_i, in_1_i, in_2_i, in_3_i, in_4_i, in_5_i, in_6_i, in_7_i,
    output [(2 ** N) - 1 : 0] out_0_r, out_1_r, out_2_r, out_3_r, out_4_r, out_5_r, out_6_r, out_7_r,
                              out_0_i, out_1_i, out_2_i, out_3_i, out_4_i, out_5_i, out_6_i, out_7_i
);
    butterfly_1 #(.N(N)) bf_1(in_0_r,  in_0_i,  in_2_r,  in_2_i,
                              out_0_r, out_0_i, out_2_r, out_2_i);
    butterfly_3 #(.N(N)) bf_2(in_1_r,  in_1_i,  in_3_r,  in_3_i,
                              out_1_r, out_1_i, out_3_r, out_3_i);
    butterfly_1 #(.N(N)) bf_3(in_4_r,  in_4_i,  in_6_r,  in_6_i,
                              out_4_r, out_4_i, out_6_r, out_6_i);
    butterfly_3 #(.N(N)) bf_4(in_5_r,  in_5_i,  in_7_r,  in_7_i,
                              out_5_r, out_5_i, out_7_r, out_7_i);
endmodule
module fft_stage_3 #(parameter N = 3)
(
    input [(2 ** N) - 1 : 0] in_0_r, in_1_r, in_2_r, in_3_r, in_4_r, in_5_r, in_6_r, in_7_r,
                             in_0_i, in_1_i, in_2_i, in_3_i, in_4_i, in_5_i, in_6_i, in_7_i,
    output [(2 ** N) - 1 : 0] out_0_r, out_1_r, out_2_r, out_3_r, out_4_r, out_5_r, out_6_r, out_7_r,
                              out_0_i, out_1_i, out_2_i, out_3_i, out_4_i, out_5_i, out_6_i, out_7_i
);
    butterfly_1 #(.N(N)) bf_1(in_0_r,  in_0_i,  in_4_r,  in_4_i,
                              out_0_r, out_0_i, out_4_r, out_4_i);
    butterfly_2 #(.N(N)) bf_2(in_1_r,  in_1_i,  in_5_r,  in_5_i,
                              out_1_r, out_1_i, out_5_r, out_5_i);
    butterfly_3 #(.N(N)) bf_3(in_2_r,  in_2_i,  in_6_r,  in_6_i,
                              out_2_r, out_2_i, out_6_r, out_6_i);
    butterfly_4 #(.N(N)) bf_4(in_3_r,  in_3_i,  in_7_r,  in_7_i,
                              out_3_r, out_3_i, out_7_r, out_7_i);
endmodule
module sar_n #(parameter N = 3, parameter SHFT = 1)
(
    input [(2 ** N) - 1 : 0] in,
    output reg[(2 ** N) - 1 : 0] out
);
    always @(*)
    begin
        if (in[(2 ** N) - 1] == 0)
        begin
            out[(2 ** N) - 1 : ((2 ** N) - 1 - SHFT)] <= 0;
        end
        else
        begin
            out[(2 ** N) - 1 : ((2 ** N) - 1 - SHFT)] <=~ (in[(2 ** N) - 1 : ((2 ** N) - 1 - SHFT)] & 0);
        end
        out[(2 ** N) - 1 - 1 - SHFT : 0] <= in[(2 ** N) - 1 : SHFT];
    end
endmodule
==> results.toml <==
# physical design summary
[finish]
drive_above_1_share_pct = 1.41
fin_cells = 6940
syn_to_final_growth_pct = 14.4
seqCellArea_um2 = 0
flops = 0
nFillCells = 7550
clockBufferCount = 0

[die]
die_w_um = 286
chipHeight_um = 286
initCoreUtil_pct = 50.8
die_area_mm2 = 0.0818
rows = 103
fp.coreArea_mm2 = 0.0794
ios = 512

[global_route]
grt_max_degree = 16
antenna_found_initial = 4
grt_pass1_wl_mm = 203
grt_pass1_vias = 35700
overflow = 0
grtUsageTotal_pct = 32.6

[final_timing]
rsz0062_at_grt = "false"
hold_violations = 0
period_minus_slack_ns = 21.06
min_period_over_period_pct = 78.9
worst_pin_slew_ns = 1.01
finalSetupTns_ns = 0
slew_violations = 0
slew-limit-headroom_pct = 31.7
finalSetupViolations = 0
fmax_mhz = 47.5
hold-worst-slack_ns = 12.43

[worst_setup_path]
crit_arrival_ns = 15.72
setup.worst_path.start_class = "primary input"
cp_max_fo = 10
cpPeakStageDelay_ns = 0.74
critPathCaptureType = "output port"
crit_type = "primary input to output port"
slowest_stage = "a2111oi_0"
worstPathRequired_ns = 21.36
cp_common_cell = "ha_1"

[synthesis]
top_area_share_pct = 26.4
postSynthSeqShare_pct = 0
yosysTopAreaCell = "ha_1"
avgSynthCellArea_um2 = 7.28
synthCells = 5543
synth_area_mm2 = 0.0404
top_cells_by_area = "ha_1, xnor2_1, inv_1, fa_1, a21oi_1"
yosysWarnings = 5
ys_cells = 5543
ys_types = 92
yosys_area_mm2 = 0.0404

[routing]
drt_iter0_markers = 2453
viasPerCell = 5.52
wl_per_cell_um = 19.1
dr.pass1.iters = 5
vias = 38300
drc_errors = 0
ant_nets = 0
drt-total-wl_mm = 133

[place]
gp_congestion = 1.01
post-dp-hpwl_mm = 120
numPortBuffers = 512
dp_cells = 6935

[clock_network]
cts_setup_buffers = 0
cts_resized = 0
cts_hold_buf = 0

[worst_hold_path]
hold_class = "primary input to output port"
worstHoldStart = "in_4_r[0]"
hold_depth = 6
hold_path_end = "out_7_r[0]"

[run_status]
status = "completed"

[run]
drv_cap = 0
tool_warnings = 419
metal layers:
metal	track usage, %	vias up	routed length [um]
met5	0	-	0
met4	7.35	0	3730
met3	3.45	118	7620
met2	53.0	1122	60000
met1	46.9	17500	61300
li1	-	19600	-
through the flow:
stage                     instance area, um2  setup slack, ns  utilization [%]
after CTS                              46100             5.73             58.1
after floorplan                        40400             7.70                -
after global placement                 46100             5.90             58.1
after global routing                   46100             4.58             58.1
final                                  46200             5.64             58.1
after detailed placement               46100             5.76             58.1
layout by cell type (no fill, tap or decap), types with 19 or more instances in the layout:
cell type / n
o211ai_1: 59
nand3_1: 55
o31ai_1: 24
clkdlybuf4s50_1: 512
o21a_1: 57
o41ai_1: 20
nand2b_1: 89
a21o_1: 90
a21oi_1: 494
xnor2_1: 526
nor4_1: 37
nor2b_1: 78
fa_1: 136
or2_2: 19
a211oi_1: 46
a211o_1: 20
or3_1: 90
o21bai_1: 186
a2111o_1: 20
nor3b_1: 29
nand2_1: 143
inv_1: 868
o311ai_0: 24
o21ai_0: 239
a31oi_1: 27
nor3_1: 149
a2111oi_0: 39
xor2_1: 179
nor2_1: 446
a21boi_0: 24
ha_1: 852
and3_1: 45
kinds of logic (layout without fill, tap and decap cells):
group | Yosys count | after routing | synth area share, %
AND-OR/OR-AND | 1523 | 1523 | 25.0
AND/OR/NAND/NOR | 1238 | 1238 | 15.2
buffers and inverters | 1058 | 1400 | 10.0
adder cells (fa/ha/maj) | 988 | 988 | 33.2
XOR/XNOR | 725 | 725 | 16.4
multiplexers | 11 | 11 | 0.282
other | 0 | 5 | 0
final cells by class:
cell class                 instances  area [um2]  share of cell area (%)
tap                             1050        1310                    2.85
timing repair buffer             528        5250                    11.4
multi-input combinational       4485       36300                    78.7
antenna                            5        12.5                  0.0271
inverter                         872        3270                    7.09
synthesized netlist by cell type, types with 11 or more instances:
master,count
inv_1,868
ha_1,852
xnor2_1,526
a21oi_1,494
nor2_1,446
o21ai_0,239
o21bai_1,186
xor2_1,179
clkbuf_1,152
nor3_1,149
nand2_1,143
fa_1,136
a21o_1,90
or3_1,90
nand2b_1,89
nor2b_1,78
o211ai_1,59
o21a_1,57
nand3_1,55
a211oi_1,46
and3_1,45
a2111oi_0,39
nor4_1,37
nor3b_1,29
a31oi_1,27
a21boi_0,24
o311ai_0,24
o31ai_1,24
a2111o_1,20
a211o_1,20
o41ai_1,20
or2_2,19
buf_2,18
a311oi_1,16
o31a_1,15
a221oi_1,14
nand4_1,14
xnor3_1,12
a221o_1,11
and2_1,11
o2111ai_1,11
o21ba_2,11
worst max path at each step:
stage                 startpoint  slack (ns)     endpoint
final                  in_3_r[0]        5.64  out_5_r[15]
after global routing   in_5_r[2]        4.58  out_7_i[15]
after CTS              in_5_r[2]        5.73  out_7_i[15]
worst max-delay path, delay by kind of cell:
kind                       cells  cell delay [ns]
xor gates and xnor gates       5             1.35
adders and majority gates      8             2.90
and+or+nand+nor                5             0.79
AOI/OAI and AO/OA             16             3.77
buffers and inverters          6             1.53
